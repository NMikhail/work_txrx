File: ./config.mk
export PLATFORM = sky130hd
export DESIGN_NAME = lms_rx
export DESIGN_NICKNAME = lms_rx
export VERILOG_FILES = /design/flow/design.v
export SDC_FILE = /design/flow/constraint.sdc
export NUM_CORES = 4
export LEC_CHECK = 1
export CORE_AREA = 10 10 104 104
export DIE_AREA = 0 0 114 114
File: ./constraint.sdc
current_design lms_rx

set clk_period 1.0
set clk_io_pct 0.2

create_clock -name clk0 -period $clk_period [get_ports {mclk_rx}]

set non_clock_inputs [all_inputs -no_clocks]
set_input_delay [expr $clk_period * $clk_io_pct] -clock clk0 $non_clock_inputs
set_output_delay [expr $clk_period * $clk_io_pct] -clock clk0 [all_outputs]
File: ./run.sh
#!/bin/bash
# OpenROAD 26Q1-2900-gdf79404cd8, Yosys 0.63+post, stock flow scripts
make -C /OpenROAD-flow-scripts/flow DESIGN_CONFIG=/design/flow/config.mk WORK_HOME=/design/flow/orfs finish
File: ./design.v
module lms_rx(
	input							mclk_rx,
	input 			[11:0] 	dio_rx,
	input 						iqsel_rx,
	output						fclk_rx,
	output						rxen_rx,
	output						txnrx_rx,
	output			[23:0] 	data_Ih_Ql,
	output	reg				clk_data_in
);
assign rxen_rx 	= 1;
assign txnrx_rx 	= 0;
assign fclk_rx 	= 0;
parameter CH_A = 0, CH_B = 1;
reg [11:0] DAI, DAQ;
assign data_Ih_Ql = {DAI, DAQ};
always @(posedge mclk_rx)
begin
	if (iqsel_rx == CH_A)
		DAI <= dio_rx;
end
always @(negedge mclk_rx)
begin
	if (iqsel_rx == CH_A)
		DAQ <= dio_rx;
end
always @(posedge mclk_rx)
begin
	clk_data_in <= ~iqsel_rx;
end
endmodule
==> Changelog: implementation <==
### Physical design

- Critical path fanouts, max: 1
- Ys Warns: 1
- Global-route wire length before repair: 2.98 mm
- Post-synthesis cell count: 32
- Initial DRC Count: 26
- Initial antenna violation count: 0
- Min-Delay Path Class: in2reg
- Cell Int Power: 0.00171 W
- Die width: 114 um
- Slew Viols, Final: 0
- Flop area: roughly 740 um2
- Kind of end point of the critical path: output port
- MaxCap Viol Count: 0
- H-tree Lvls: 1
- Number of global-route vias before repair: 500
- DR vias/cell: 2.31
- Port Buffer Count: 38
- YS chip area: 778 um2
- Power per cell area: 1610 nW/um2
- Routability Congestion: ~0.7
- Worst-path cell chain: buf_2
- # Cells Yosys: 32
- Net switching power: 0.000462 W
- CP max stage delay: 0.37 ns
- Mapped cell area: 778 um2
- Largest net degree at the start of global routing: 14
- Place WS: -0.729 ns
- Comb area: ~11 um2
- Post-Place Cells: 179
- DP HPWL: 1.57 mm
- Crit-path slowest cell: edfxtp_1
- Final Setup Violations: 22
- Hold Fails Final Rpt: 0
- Comb pwr share: about 8.4%
- Share of post-route cells with drive strength above 1: 40.0%
- Status: finished, violations left
- CTS root buf: clkbuf_8
- Grt total ovfl: 0
- Final instance area: approximately 1300 um2
- Crit path max-delay family: flip-flops
- DR vias: 458
- Startpoint Class: register
- DR pass1 iterations: 2
- Fp util: 8.97%
- Ant. Diodes: 0
- Post-synth cell types: 5
- Cts bufs inserted: 3
- Average size of a mapped cell: approximately 24 um2
- Pleak: 0.570 nW
- WP buf/inv: 1
- Non-filler instance count after layout: between 150 and 200
- Hold depth: 1
- Failing checks: setup timing
- Die height: 114 um
- Crit path from: DAQ[6]
- Chip area: 13000 um2
- Routed WL per cell: between 10 and 15 um
- Clock buffer depth: 2
- FF+latch count, synth: 25
- Clk pin slew, worst setup/hold paths: 0.08 ns
- Routed WL: a little over 2 mm
- Area growth syn-to-layout: 72.8%
- Clock Power Share: 33.7%
- CP arrival: 1.31 ns
- Hold_buf cts: 0
- Standard-cell rows: 34
- Post-DRT Antenna Nets: 0
- GRT Util Overall: 3.00%
- Min-delay src: dio_rx[11]
- Worst hold slack: about 0.24 ns
- # DRC: 0
- TritonCTS clock tree: done
- Tool Warnings: 40
- RSZ-0062 raised after global routing: true
- Most numerous logic cells after layout: edfxtp_1, buf_2, inv_1, dlygate4sd2_1
- Clock Sinks: 25
- Crit path required time: 0.80 ns
- Fill cells: 972
- Seq pwr share: 58.0%
- Pwr Total: 0.00217 W
- Worst IR Drop VDD: about 0.37 mV
- Placed Area: 1310 um2
- Crit path kind: reg2out
- Core Region: 8680 um2
- Final setup margin: -0.510 ns
- Critical path depth: 1
- Io pins: around 42
- Sw Ratio: approximately a fifth
- Register share after synthesis: 95.2%
-- state kept, by name (all words and copies together), names as in the netlist --
name / count
DAI: 12
clk_data_in: 1
DAQ: 12
-- final timing paths --
path	to	slack, ns
worst min-delay path	DAI[11]	0.24
worst max-delay path	data_Ih_Ql[6]	-0.51
-- synthesized netlist by cell type --
cell | n | area share, %
conb_1 | 2 | 0.96
inv_1 | 2 | 0.96
buf_4 | 3 | 2.9
edfxtp_1 | 24 | 93
dfxtp_1 | 1 | 2.6
-- layout make-up --
cell class / instances / area share (%)
clock buffers: 4 / 3.35
clock inverters: 12 / 3.35
inverters: 1 / 0.558
multi-input cells: 3 / 0.837
flip-flops and latches: 25 / 55.1
well taps: 108 / 10.0
repair buffers: 45 / 26.8
-- through the flow --
stage | TNS, ns | utilization (%)
3_5_place_dp | -22.55 | 15.1
2_1_floorplan | -4.43 | -
3_3_place_gp | -22.84 | 15.1
4_1_cts | -6.64 | 15.5
6_report | -6.26 | 15.5
5_1_grt | -6.84 | 15.5
-- layer usage --
layer	GRT usage (%)	vias to the layer above	share of wire [%]	wire, um
met5	0	-	0	0
li1	-	226	-	-
met4	0.418	0	0	0
met2	6.45	5	67	1360
met3	0.957	0	3.8	77
met1	2.54	227	29	582
-- repair_timing --
action | in CTS | in global routing
setup buffers | 2 | 1
setup endpoints to repair | 52 | 20
resized | 95 | 0
cloned | 2 | 0
pin swaps | 0 | 0
-- kinds of logic after synthesis --
family	Yosys count	synth area share (%)
DFF	25	95.2
other	2	0.965
buffers and inverters	5	3.86
-- power groups by stage --
stage	Sequential [W]	Combinational, W	Clock [W]
after global routing	0.00127	0.000199	0.000835
final	0.00126	0.000181	0.000731
after CTS	0.00126	0.000192	0.000754
Power figures rest on the tool's default switching activity, not on a simulated workload.
